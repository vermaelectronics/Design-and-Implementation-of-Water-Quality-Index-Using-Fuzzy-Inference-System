### ./run.sh
#!/bin/bash
# OpenROAD 26Q1-2900-gdf79404cd8, Yosys 0.63+post, stock flow scripts
make -C /OpenROAD-flow-scripts/flow DESIGN_CONFIG=/design/flow/config.mk WORK_HOME=/design/flow/orfs finish
### ./config.mk
export PLATFORM = sky130hd
export DESIGN_NAME = FUZZIFICATION
export DESIGN_NICKNAME = FUZZIFICATION
export VERILOG_FILES = /design/flow/design.v
export SDC_FILE = /design/flow/constraint.sdc
export NUM_CORES = 4
export LEC_CHECK = 1
export CORE_AREA = 10 10 92 92
export DIE_AREA = 0 0 102 102
### ./constraint.sdc
current_design FUZZIFICATION

set clk_period 3.7
set clk_io_pct 0.2

create_clock -name clk0 -period $clk_period [get_ports {CLK}]

set non_clock_inputs [all_inputs -no_clocks]
set_input_delay [expr $clk_period * $clk_io_pct] -clock clk0 $non_clock_inputs
set_output_delay [expr $clk_period * $clk_io_pct] -clock clk0 [all_outputs]
### ./design.v
`timescale 1ns / 1ps
module FUZZIFICATION (
  input  CLK,
  input  [31:0] WQI_CRISP, 
  output [7:0] PTR_WQI_FUZZY,
  output [7:0] PTR_INPUT_FUZZY_SET_ID,
  output [7:0] PTR_negBIG, 
  output [7:0] PTR_negMEDIUM, 
  output [7:0] PTR_negSMALL, 
  output [7:0] PTR_ZERO, 
  output [7:0] PTR_posSMALL, 
  output [7:0] PTR_posMEDIUM, 
  output [7:0] PTR_posBIG 
);
  reg [7:0] INT_WQI_FUZZY;
  reg [7:0] INT_INPUT_FUZZY_SET_ID; 
  reg [7:0] INT_negBIG;
  reg [7:0] INT_negMEDIUM; 
  reg [7:0] INT_negSMALL; 
  reg [7:0] INT_ZERO; 
  reg [7:0] INT_posSMALL; 
  reg [7:0] INT_posMEDIUM; 
  reg [7:0] INT_posBIG;  
  parameter ZERO_e1BIT        = 32'b00000000000000000000000000000000;  
  parameter TEN_eBIT          = 32'b01000001001000000000000000000000;  
  parameter TWENTY_5_eBIT     = 32'b01000001110010000000000000000000;  
  parameter FIFTY_eBIT        = 32'b01000010010010000000000000000000;  
  parameter SEVENTY_5_eBIT    = 32'b01000010100101100000000000000000;  
  parameter HUNDRED_eBIT      = 32'b01000010110010000000000000000000;  
  parameter ZERO_eBIT      =  8'b00000000;
  parameter ONE_eBIT       =  8'b00000001;
  parameter TWO_eBIT       =  8'b00000010;
  parameter THREE_eBIT     =  8'b00000011;
  parameter FOUR_eBIT      =  8'b00000100;
  parameter FIVE1_eBIT     =  8'b00000101;
  parameter SIX_eBIT       =  8'b00000110;
  parameter SEVEN_eBIT     =  8'b00000111;
  reg [31:0] INT_WQI_CRISP;
  always@ (posedge CLK) 
    begin
      INT_WQI_CRISP <= WQI_CRISP;
      if (INT_WQI_CRISP < ZERO_e1BIT) 
        begin
          INT_negBIG <= ONE_eBIT;  
          INT_INPUT_FUZZY_SET_ID <= ONE_eBIT; 
          INT_WQI_FUZZY <= INT_negBIG;
          INT_negMEDIUM   <= 8'b00000000;
          INT_negSMALL    <= 8'b00000000;
          INT_ZERO        <= 8'b00000000;
          INT_posSMALL    <= 8'b00000000;
          INT_posMEDIUM   <= 8'b00000000;
          INT_posBIG      <= 8'b00000000; 
        end 
      else if ((INT_WQI_CRISP >= ZERO_e1BIT) && (INT_WQI_CRISP < TEN_eBIT)) 
        begin
          INT_negMEDIUM <= ONE_eBIT;      
          INT_INPUT_FUZZY_SET_ID <= TWO_eBIT;
          INT_negBIG      <= 8'b00000000;
          INT_negSMALL    <= 8'b00000000;
          INT_ZERO        <= 8'b00000000;
          INT_posSMALL    <= 8'b00000000;
          INT_posMEDIUM   <= 8'b00000000;
          INT_posBIG      <= 8'b00000000;
        end 
      else if ((INT_WQI_CRISP >= TEN_eBIT) && (INT_WQI_CRISP < TWENTY_5_eBIT)) 
        begin
          INT_negSMALL <= ONE_eBIT;        
              INT_WQI_FUZZY <= INT_negSMALL;
              INT_INPUT_FUZZY_SET_ID <= THREE_eBIT;
          INT_negMEDIUM   <= 8'b00000000;
          INT_negBIG      <= 8'b00000000;
          INT_ZERO        <= 8'b00000000;
          INT_posSMALL    <= 8'b00000000;
          INT_posMEDIUM   <= 8'b00000000;
          INT_posBIG      <= 8'b00000000;      
        end
      else if ((INT_WQI_CRISP >= TWENTY_5_eBIT) && (INT_WQI_CRISP < FIFTY_eBIT)) 
        begin
          INT_ZERO <= ONE_eBIT;   
          INT_WQI_FUZZY          <= INT_ZERO;
          INT_INPUT_FUZZY_SET_ID <= FOUR_eBIT;
          INT_negSMALL    <= 8'b00000000;
          INT_negBIG      <= 8'b00000000;
          INT_negMEDIUM   <= 8'b00000000;
          INT_posSMALL    <= 8'b00000000;
          INT_posMEDIUM   <= 8'b00000000;
          INT_posBIG      <= 8'b00000000; 
        end 
      else if ((INT_WQI_CRISP >= FIFTY_eBIT) && (INT_WQI_CRISP < SEVENTY_5_eBIT)) 
        begin
          INT_posSMALL <= ONE_eBIT;
          INT_WQI_FUZZY <= INT_posSMALL;
          INT_INPUT_FUZZY_SET_ID <= FIVE1_eBIT;
          INT_negBIG      <= 8'b00000000;
          INT_negMEDIUM   <= 8'b00000000;
          INT_negSMALL    <= 8'b00000000;
          INT_posMEDIUM   <= 8'b00000000;
          INT_posBIG      <= 8'b00000000;
          INT_ZERO        <= 8'b00000000;    
        end 
      else if ((INT_WQI_CRISP >= SEVENTY_5_eBIT) && (INT_WQI_CRISP < HUNDRED_eBIT)) 
        begin 
          INT_posMEDIUM <= ONE_eBIT;   
          INT_WQI_FUZZY <= INT_posMEDIUM;
          INT_INPUT_FUZZY_SET_ID <= SIX_eBIT;
          INT_negBIG      <= 8'b00000000;
          INT_negMEDIUM   <= 8'b00000000;
          INT_negSMALL    <= 8'b00000000;
          INT_ZERO        <= 8'b00000000;
          INT_posSMALL    <= 8'b00000000;
          INT_posBIG      <= 8'b00000000;
        end
      else if (INT_WQI_CRISP >= HUNDRED_eBIT) 
         begin
           INT_posBIG <= ONE_eBIT;    
           INT_WQI_FUZZY <= INT_posBIG;
           INT_INPUT_FUZZY_SET_ID <= SEVEN_eBIT; 
           INT_negBIG      <= 8'b00000000;
           INT_negMEDIUM   <= 8'b00000000;
           INT_negSMALL    <= 8'b00000000;
           INT_ZERO        <= 8'b00000000;
           INT_posSMALL    <= 8'b00000000;
           INT_posMEDIUM   <= 8'b00000000;
        end 
    end 
  assign PTR_WQI_FUZZY          = INT_WQI_FUZZY; 
  assign PTR_INPUT_FUZZY_SET_ID = INT_INPUT_FUZZY_SET_ID;
  assign PTR_negBIG             = INT_negBIG; 
  assign PTR_negMEDIUM          = INT_negMEDIUM; 
  assign PTR_negSMALL           = INT_negSMALL;
  assign PTR_ZERO               = INT_ZERO; 
  assign PTR_posSMALL           = INT_posSMALL; 
  assign PTR_posMEDIUM          = INT_posMEDIUM;
  assign PTR_posBIG             = INT_posBIG; 
endmodule
==> out/qor.txt <==
Worst Path Required = 3.73 ns
Iteration-0 DRC Markers = 11
Startpoint types = flop
Synth-to-layout area growth = 8.80%
Yosys synthesis warning count = 1
CTS Buf Count = 3
Highest-delay cell along the critical path = or4b_4
Rows = 29
Arr. time, crit path = 2.26 ns
Post_cts resized = 0
Layout cell share with drive strength beyond 1 = 0.0723
Leak = 0.654 nW
First-pass iteration count of the detailed router = 4
Largest net degree at the start of global routing = 16
Die x size = 102 um
HP Class = flop to flop
Crit-path cells = o31a_1 -> or4b_4 -> a21oi_4 -> mux2_4 -> o32a_1
Antenna Nets Post-Route = 0
Max-cap violation count = 0
# DRC = 0
Async SR Flop Fraction = 0
Seq. cell area = 541 um2
Top cells by area = buf_4, dfxtp_1, edfxtp_1, nand2_1, nor4b_4
PD cells = 335 nW/um2
Commonest flop = dfxtp_1
Critical path class = flop to flop
WL final = 2560 um
CTS Hold Bufs = 0
Final Hold Viols = 0
Fin Setup TNS = 0 ns
Vias in the first global route = 892
Layout fillers = 707
Core area = 6460 um2
Gate Count Post-Synth = 142
GRT Residual Overflow = 0
Fp_density = 0.213
Post-CTS Setup Bufs = 0
Post-synth EDFFs = 4
Root cell of the clock tree = clkbuf_8
Max H-tree Level = 1
Yosys chip area = 1380 um2
TritonCTS clock tree = built
Seq/Total Area, Yosys = 0.392
Placed Area = 1450 um2
Clk sinks = 25
Area of the mapped netlist = 1380 um2
DIE HEIGHT = 102 um
Chip area = 10400 um2
Ports = 105
Critical Path End Type = flop
Post-route cell area = 1500 um2
VDD IR max = 108 uV
Setup Viol. Count Final = 0
Seq cells post-synth = 25
Fmax = 448 MHz
# Cells Yosys = 142
Longest Clk Path Bufs = 2
Fin crit share = 0.604
RSZ-0062 raised after global routing = no
Global-route wire length before repair = 3770 um
Min Clock Period, post-route = 2.23 ns
Vias = 775
Status = completed
Max Transition Viols Final = 0
GRT Total Usage = 0.0434
Drt wl/cell = 10.5 um
Antenna diodes = 0
Insertion Delay late pin = 0.27 ns
Initial antenna violation count = 0
Dominant cell type by area after synthesis = buf_4
Logic area = 546 um2
Tool warnings = 42
CP delay by family, top = AND-OR/OR-AND gates
Vias per inst = 3.19
Port buffer count = 25
GPL Wtd Cong = 0.748
Synth Area per Inst = 9.71 um2
Final Skew = 0.00768 ns
Clock transition at path regs = 0.09 ns
Area leader share = 0.370
Worst-path maximum fanout = 4
Worst path buffer plus inverter count = 0
DP HPWL = 2260 um
CP max stage delay = 0.50 ns
Cell Type Count = 30
## layout make-up
| cell class | count | area share |
|---|---|---|
| timing repair buffer | 25 | 0.167 |
| clock buffer | 3 | 0.0275 |
| multi-input combinational | 107 | 0.364 |
| tap | 77 | 0.0642 |
| sequential | 25 | 0.360 |
| inverter | 5 | 0.0125 |
| clock inverter | 1 | 0.00500 |
## cells in the final DEF, fill, tap and decap left out, drive strengths merged, types with 2 or more instances in the layout
cell type and instances:
conb 65, clkdlybuf4s50 25, dfxtp 21, nand2 9, inv 5, edfxtp 4, nor2 4, clkbuf 3
nor3 2, a21boi 2, a31oi 2, o311a 2, nand3b 2, o21ai 2, a21oi 2
## kinds of logic (layout without fill, tap and decap cells)
kind of cell           Yosys count  in the layout  synth area share
AOI/OAI and AO/OA               16             16            0.0962
buffers and inverters           73             34             0.384
DFF                             25             25             0.392
other                            2             65           0.00545
muxes                            1              1            0.0109
and+or+nand+nor                 25             25             0.112
## synthesized netlist by cell type, types with 2 or more instances
| library cell | n |
|---|---|
| a21boi_0 | 2 |
| a31oi_1 | 2 |
| buf_4 | 68 |
| conb_1 | 2 |
| dfxtp_1 | 21 |
| edfxtp_1 | 4 |
| inv_1 | 5 |
| nand2_1 | 9 |
| nand3b_1 | 2 |
| nor2_1 | 4 |
| nor3_1 | 2 |
| o21ai_0 | 2 |
| o311a_2 | 2 |
## sequential cells by signal, indices dropped and copies added (netlist names)
signal / flops
INT_WQI_CRISP: 15
INT_posMEDIUM: 1
INT_negMEDIUM: 1
INT_ZERO: 1
PTR_INPUT_FUZZY_SET_ID: 3
INT_posSMALL: 1
INT_WQI_FUZZY: 1
INT_posBIG: 1
INT_negSMALL: 1
## power breakdown
group | total (mW) | internal (mW) | switching [mW]
clock network | 0.159 | 0.0762 | 0.0829
logic | 0.0461 | 0.0298 | 0.0163
registers | 0.298 | 0.289 | 0.00866
total | 0.503 | 0.395 | 0.108
## metal layers
metal	vias to the layer above	global-route usage	wire length, um
met1	335	0.0520	1050
met3	4	0.0225	353
li1	379	-	-
met5	-	0	0
met2	57	0.0691	1110
met4	0	0.00759	41
## worst register-to-register path, stage by stage, from the launching register on
cell and delay [ns]:
dfxtp_1 0.34, o31a_1 0.32, or4b_4 0.50, a21oi_4 0.18, mux2_4 0.31, o32a_1 0.34
## through the flow
| stage | hold slack [ns] | setup WS [ns] | instances | power, mW | utilization |
|---|---|---|---|---|---|
| 2_1_floorplan | 0.502 | 1.56 | 205 | 0.367 | - |
| 3_3_place_gp | 0.529 | 1.48 | 239 | 0.353 | 0.225 |
| 3_5_place_dp | 0.534 | 1.47 | 239 | 0.353 | 0.225 |
| 4_1_cts | 0.557 | 1.45 | 243 | 0.512 | 0.232 |
| 5_1_grt | 0.593 | 1.38 | 243 | 0.531 | 0.232 |
| 6_report | 0.547 | 1.47 | 243 | 0.503 | 0.232 |
## worst paths after layout
check                                  startpoint  depth (start not counted)  slack, ns          endpoint
worst max-delay path            INT_WQI_CRISP[21]                          5       1.47  INT_WQI_FUZZY[0]
worst min-delay path            INT_WQI_CRISP[31]                          2       0.55        INT_posBIG
worst max register to register  INT_WQI_CRISP[21]                          5       1.47  INT_WQI_FUZZY[0]
worst min register to register  INT_WQI_CRISP[31]                          2       0.55        INT_posBIG
No activity file was given, so power comes from the tool's default toggle rates.
