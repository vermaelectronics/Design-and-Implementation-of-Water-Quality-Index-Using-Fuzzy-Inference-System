**flow/design.v**
```verilog
`timescale 1ns / 1ps
module RULEBASE(
  input        CLK,
  input  [7:0] INPUT_FUZZY_SET_ID, 
  output [7:0] OUTPUT_FUZZY_SET_ID
);
  localparam ONE_eBIT       =  8'b00000001;
  localparam TWO_eBIT       =  8'b00000010;
  localparam THREE_eBIT     =  8'b00000011;
  localparam FOUR_eBIT      =  8'b00000100;
  localparam FIVE_eBIT      =  8'b00000101;
  localparam SIX_eBIT       =  8'b00000110;
  localparam SEVEN_eBIT     =  8'b00000111;
  reg [7:0] INT_INPUT_ID;
  reg [7:0] INT_OUTPUT_ID;
  always@ (posedge CLK) 
    begin
      INT_INPUT_ID = INPUT_FUZZY_SET_ID;
      if (INT_INPUT_ID == ONE_eBIT) 
        begin 
          INT_OUTPUT_ID = SEVEN_eBIT;
        end 
      else if (INT_INPUT_ID == TWO_eBIT) 
        begin
          INT_OUTPUT_ID = SIX_eBIT;
        end 
      else if (INT_INPUT_ID == THREE_eBIT) 
        begin
          INT_OUTPUT_ID = FIVE_eBIT;
        end 
      else if (INT_INPUT_ID == FOUR_eBIT) 
        begin
          INT_OUTPUT_ID = FOUR_eBIT;
        end 
      else if (INT_INPUT_ID == FIVE_eBIT) 
        begin
          INT_OUTPUT_ID = THREE_eBIT;
        end 
      else if (INT_INPUT_ID == SIX_eBIT) 
        begin
          INT_OUTPUT_ID = TWO_eBIT;
        end 
      else if (INT_INPUT_ID == SEVEN_eBIT) 
        begin
          INT_OUTPUT_ID = ONE_eBIT;
        end 
    end 
  assign OUTPUT_FUZZY_SET_ID = INT_OUTPUT_ID;
endmodule
```
**flow/run.sh**
```bash
#!/bin/bash
# OpenROAD 26Q1-2900-gdf79404cd8, Yosys 0.63+post, stock flow scripts
make -C /OpenROAD-flow-scripts/flow DESIGN_CONFIG=/design/flow/config.mk WORK_HOME=/design/flow/orfs finish
```
**flow/config.mk**
```make
export PLATFORM = sky130hd
export DESIGN_NAME = RULEBASE
export DESIGN_NICKNAME = RULEBASE
export VERILOG_FILES = /design/flow/design.v
export SDC_FILE = /design/flow/constraint.sdc
export NUM_CORES = 4
export LEC_CHECK = 1
export CORE_AREA = 10 10 70 70
export DIE_AREA = 0 0 80 80
```
**flow/constraint.sdc**
```tcl
current_design RULEBASE

set clk_period 2.5
set clk_io_pct 0.2

create_clock -name clk0 -period $clk_period [get_ports {CLK}]

set non_clock_inputs [all_inputs -no_clocks]
set_input_delay [expr $clk_period * $clk_io_pct] -clock clk0 $non_clock_inputs
set_output_delay [expr $clk_period * $clk_io_pct] -clock clk0 [all_outputs]
```
==> flow_summary.ini <==
; yosys + openroad results
[floorplan]
fp.dieH_um = 80
chipArea_um2 = 6400
rows = 21
pin_count = 17
fp_util = 0.0568
die_width_um = 80
core_area_um2 = 3420

[global_route]
antenna_found_initial = 0
overflow = 0
grt_use_total = 0.0178
grt_pass1_vias = 189
grt_pass1_wl_um = 814
grt_max_degree = 5

[clock_tree]
cts_resized = 0
clk_pin_slew_ns = 0.04
cts-root-buf = clkbuf_4
clock_latency_ns = 0.23
htree_levels = 1
cts_tree = yes
clock-sinks = 3
clockBufferDepth = 2
ctsHoldBuffers = 0
postCtsSetupBuffers = 0
cts-buffers-inserted = 3

[critical_path]
crit_buf_inv = 1
crit_type = reg -> out
cp.arrival_ns = 1.04
cp_top_family = buffers and inverters
crit_fanout = 2
endpoint_kind = output pin
worst_ep_required_time_ns = 2.00
worstReg2RegStart = OUTPUT_FUZZY_SET_ID[0]
crit_path_start = OUTPUT_FUZZY_SET_ID[0]
cpMaxStageDelayCell = clkdlybuf4s50_1
crit_path_max_incr_delay_ns = 0.48
start_kind = register
path_cells = clkdlybuf4s50_1

[drt]
ant_nets = 0
routed_wl_um = 570
vias = 179
route.detailed.drc = 0
viasPerCell = 2.24
drt-initial-drc-count = 15
wl_per_cell_um = 7.13
first_pass_iters = 3
antenna_cells = 0

[final_layout]
filler_cell_count = 394
drive_gt1_frac = 0.176
area_growth_pct = 88.4
regArea_um2 = 60.1
lay_top_cells = clkdlybuf4s50_1 (11), conb_1 (5), dfxtp_1 (3), clkbuf_4 (3)
logic_area_um2 = 108
largest_register_ffs = 3
lay_top_count = clkdlybuf4s50_1

[logic_synthesis]
postSynthSeqShare = 0.310
topCellsByArea = dfxtp_1 (31%), buf_4 (19%), nor4_4 (11%), a22o_2 (5.2%), a22o_1 (4.5%)
netlist_area_um2 = 194
synthDistinctLibCells = 14
syn_inst = 20
top_cell_area_share = 0.310
yosys_cells = 20
yosys-stat-area_um2 = 194
synth.largest_area_cell = dfxtp_1
numSynthFlops = 3
syn_area_per_cell_um2 = 9.70
ys.warnings.count = 1

[final_timing]
finalSetupViolations = 0
slew_violations = 0
fmax_ghz = 0.648
worst_hold_slack_ns = 0.479
hold_violations = 0
setup_tns_ns = 0
min_period_ns = 1.54
fin_worst_skew_ns = 0
finalCritPeriodShare = 0.617
rsz0062_at_grt = no

[pwr]
p_leak_nw = 0.131
powerDensity_nw_per_um2 = 565
ir_worst_vdd_mv = 0.109

[run]
maxCapViolCount = 0
openroad.warnings = 25

[placement]
hpwl_um = 524
gp_congestion = 0.676
portBuffers = 11

[status]
status = complete, no violations

[worst_hold_path]
min_from = OUTPUT_FUZZY_SET_ID[1]
min_path_type = reg -> reg
routing by layer:
metal / wire length, um / GRT usage
met5: 0 / 0
met4: 0 / 0.00176
met3: 75 / 0.0227
met2: 291 / 0.0273
met1: 203 / 0.0146
kinds of logic (layout without fill, tap and decap cells):
| kind of cell | count (synthesis) | after routing | share of synthesized area |
|---|---|---|---|
| AND-OR/OR-AND | 6 | 6 | 0.232 |
| XOR/XNOR | 1 | 1 | 0.0452 |
| buffers and inverters | 6 | 16 | 0.213 |
| flip-flops | 3 | 3 | 0.310 |
| AND/OR/NAND/NOR | 3 | 3 | 0.181 |
| other | 1 | 5 | 0.0193 |
layout make-up:
type / count / share of cell area
Tap cell: 46 / 0.158
Multi-Input combinational cell: 15 / 0.295
Inverter: 1 / 0.0103
Sequential cell: 3 / 0.164
Timing Repair Buffer: 11 / 0.301
Clock buffer: 4 / 0.0719
cell usage after synthesis:
cell,instances
a22o_1,1
a21oi_1,1
conb_1,1
dfxtp_1,3
o21a_1,1
and2_2,1
or3_1,1
xor2_1,1
a22o_2,1
o211ai_1,1
a31oi_1,1
inv_1,1
buf_4,5
nor4_4,1
where the power goes:
group | internal, W | switching (W) | leakage [nW]
registers | 0.0000606 | 0.00000656 | 0.0252
logic | 0.0000410 | 0.0000134 | 0.0904
clock network | 0.0000598 | 0.0000251 | 0.0150
per-stage QoR:
step | utilization | setup slack, ns | total power, W | instance area (um2) | cells
floorplan | - | 1.24 | 0.0000841 | 209 | 24
global placement | 0.0993 | 0.742 | 0.000125 | 339 | 76
detailed placement | 0.0993 | 0.737 | 0.000125 | 339 | 76
CTS | 0.107 | 0.935 | 0.000214 | 365 | 80
global route | 0.107 | 0.902 | 0.000225 | 365 | 80
finish | 0.107 | 0.957 | 0.000207 | 365 | 80
path summary, 6_finish.rpt:
| kind | endpoint | slack, ns | cells past startpoint |
|---|---|---|---|
| hold / removal | OUTPUT_FUZZY_SET_ID[1] | 0.48 | 1 |
| hold reg to reg | OUTPUT_FUZZY_SET_ID[1] | 0.48 | 1 |
| setup reg to reg | OUTPUT_FUZZY_SET_ID[0] | 1.87 | 1 |
| setup / recovery | OUTPUT_FUZZY_SET_ID[0] | 0.96 | 1 |
Power figures rest on the tool's default switching activity, not on a simulated workload.
